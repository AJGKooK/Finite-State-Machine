--- flow/design.v ---
module bod_converter(a,b,c,d,e,f,g,h,C0,S3,S2,S1,S0);
	input C0,S3,S2,S1,S0;
	output a,b,c,d,e,f,g,h;
	assign a=(0);
	assign b=(0);
	assign c=((C0&S2)|(C0&S3));
	assign d=((~C0&S3&S1)|(~C0&S3&S2)|(S3&S2&S1)|(C0&~S3&~S2));
	assign e=((~C0&S3&~S2&~S1)|(C0&~S3&~S2&S1)|(C0&S3&S2&~S1));
	assign f=((~C0&~S3&S2)|(~C0&S2&S1)|(C0&~S2&~S1)|(C0&S3&~S2));
	assign g=((~C0&~S3&S1)|(~S3&S2&S1)|(~C0&S3&S2&~S1)|(C0&~S3&~S2&~S1)|(C0&S3&~S2&S1));
	assign h=(S0);
endmodule
--- flow/run.sh ---
#!/bin/bash
# OpenROAD 26Q1-2900-gdf79404cd8, Yosys 0.63+post, stock flow scripts
make -C /OpenROAD-flow-scripts/flow DESIGN_CONFIG=/design/flow/config.mk WORK_HOME=/design/flow/orfs finish
--- flow/config.mk ---
export PLATFORM = sky130hd
export DESIGN_NAME = bod_converter
export DESIGN_NICKNAME = bod_converter
export VERILOG_FILES = /design/flow/design.v
export SDC_FILE = /design/flow/constraint.sdc
export NUM_CORES = 4
export LEC_CHECK = 1
export CORE_AREA = 10 10 70 70
export DIE_AREA = 0 0 80 80
--- flow/constraint.sdc ---
current_design bod_converter

set clk_period 1.2
set clk_io_pct 0.2

create_clock -name clk0 -period $clk_period

set non_clock_inputs [all_inputs -no_clocks]
set_input_delay [expr $clk_period * $clk_io_pct] -clock clk0 $non_clock_inputs
set_output_delay [expr $clk_period * $clk_io_pct] -clock clk0 [all_outputs]
==> flow_summary.yaml <==
# flow metrics
critical_path:
  crit_fanout: 6
  arrival_ns: 0.98
  path_class: "input port to primary output"
  worstSetupEndpointType: "primary output"
  crit_path_start_kind: "input port"
  required_ns: 0.96
synth:
  yosysChipArea_sq_um: 161
  syn_avg_cell_area_sq_um: 6.73
  synth_cell_type_count: 19
  largest_area_cell: "buf_4"
  yosysTopAreaCellShare_pct: 18.6
  synth.yosys.warnings: 0
  area_leaders: "buf_4, xnor2_1, buf_6, and2b_4, a22o_1"
  yosysCellCount: 24
  synth_seq_share_pct: 0
  synthCells: 24
  synth_area_sq_um: 161
drt:
  ant_nets: 0
  drc: 0
  routedWlPerCell_um: 7.45
  vias: 213
  drt-total-wl_um: 626
  drt_iter0_markers: 3
  antenna_cells: 0
  vias_per_cell: 2.54
  drt_pass1_iterations: 2
floorplan:
  fp_util_pct: 4.73
  coreArea_sq_um: 3420
  die_w_um: 80
  pin_count: 13
  row_count: 21
  dieArea_sq_um: 6400
  die_h_um: 80
final_layout:
  lay_top_count: "buf_4"
  drive_gt1_share_pct: 63.2
  instances_no_fill: 84
  area_delta_synth_final_pct: 131
  regArea_sq_um: 0
  seq_cells: 0
  mostFrequentLayoutCells: "buf_4, buf_6, buf_2"
  fin_util_pct: 10.9
  clkbuf_count: 0
min_path:
  hold_end: "h"
  hp-class: "input port to primary output"
  hp-start: "S0"
  hold_depth: 0
sta:
  fmaxAchievable_mhz: 822
  grt_setup_unrepaired: "yes"
  setup_viol: 1
  hold_violations: 0
  fin_crit_ns: 1.22
  maxSlewViolCount: 0
  post-route-period-util_pct: 101
  finalWorstSetupSlack_ns: -0.0168
placed_design:
  gp_congestion: 0.714
  port_buffers: 9
  dp.cells: 79
global_routing:
  grt_use_total_pct: 1.82
  grt_max_degree: 8
  grt_overflow: 0
  grt_pass1_vias: 222
  grt_pass1_wl_um: 1030
  grt_antenna_before_repair: 0
power_and_ir_drop:
  leakagePower_nw: 0.159
  p_total_uw: 114
  p_per_area_nw_per_um2: 305
  irDropWorstVdd_mv: 0.0351
job:
  max-cap-violations: 0
  warning_count: 34
run_status:
  violations: "negative setup slack"
  outcome: "complete, but fails checks"
cts:
  holdBufCountCts: 0
-- layer usage --
metal	part of all wire, %	GRT usage (%)	vias up
li1	-	-	104
met1	46	2.24	102
met2	47	3.21	7
met3	7.3	0.568	0
met4	0	0	0
met5	0	0	-
-- layout make-up --
cell class	count	area [sq um]
Fill cell	401	3040
Inverter	1	3.75
Multi-Input combinational cell	19	154
Tap cell	46	57.6
Timing Repair Buffer	18	158
-- stage by stage --
stage          setup slack (ns)  instance area [sq um]  hold WS, ns  TNS (ns)
3_5_place_dp             -0.818                    302        0.480     -3.59
5_1_grt                 -0.0761                    373        0.480    -0.111
3_3_place_gp             -0.806                    302        0.480     -3.58
6_report                -0.0168                    373        0.480   -0.0168
2_1_floorplan             0.194                    165        0.511         0
4_1_cts                 -0.0145                    360        0.480   -0.0149
-- Yosys cell counts, drive strengths merged --
cell / number
a211oi: 1
a21oi: 1
a22o: 1
a31oi: 1
and2b: 1
buf: 5
conb: 1
inv: 1
nand2: 1
nand2b: 1
nor2: 2
nor2b: 1
nor3b: 1
o21a: 1
o21ai: 1
o21bai: 1
o22ai: 1
xnor2: 2
-- cells by family after synthesis --
logic type             after synthesis  share of synthesized area [%]
AND-OR/OR-AND                        8                           33.3
XOR/XNOR                             2                           10.9
buffers and inverters                6                           27.9
other                                1                           2.32
AND/OR/NAND/NOR                      7                           25.6
-- worst max-delay path by stage --
| stage | end | startpoint | depth (start not counted) | slack, ns |
|---|---|---|---|---|
| CTS | g | S2 | 6 | -0.01 |
| global route | g | C0 | 6 | -0.08 |
| finish | g | C0 | 6 | -0.02 |
-- critical path: stages --
cell and delay (ns):
buf_8 0.11, and2b_4 0.17, buf_6 0.12, a211oi_2 0.18, a21oi_1 0.05, buf_2 0.11
-- repair_timing --
item / in CTS / in global routing
pin swaps: 3 / 1
gates resized: 43 / 4
setup buffers: 5 / 0
setup endpoints to repair: 5 / 4
-- where the power goes --
group          internal, mW  total [mW]  switching, mW
registers                 0           0              0
clock network             0           0              0
logic                0.0726       0.114         0.0412
Power figures rest on the tool's default switching activity, not on a simulated workload.
