[design/flow/run.sh]
#!/bin/bash
# OpenROAD 26Q1-2900-gdf79404cd8, Yosys 0.63+post, stock flow scripts
make -C /OpenROAD-flow-scripts/flow DESIGN_CONFIG=/design/flow/config.mk WORK_HOME=/design/flow/orfs finish
[design/flow/config.mk]
export PLATFORM = sky130hd
export DESIGN_NAME = seven_seg_decoder
export DESIGN_NICKNAME = seven_seg_decoder
export VERILOG_FILES = /design/flow/design.v
export SDC_FILE = /design/flow/constraint.sdc
export NUM_CORES = 4
export LEC_CHECK = 1
export CORE_AREA = 10 10 70 70
export DIE_AREA = 0 0 80 80
[design/flow/constraint.sdc]
current_design seven_seg_decoder

set clk_period 1.0
set clk_io_pct 0.2

create_clock -name clk0 -period $clk_period

set non_clock_inputs [all_inputs -no_clocks]
set_input_delay [expr $clk_period * $clk_io_pct] -clock clk0 $non_clock_inputs
set_output_delay [expr $clk_period * $clk_io_pct] -clock clk0 [all_outputs]
[design/flow/design.v]
module seven_seg_decoder(a,b,c,d,e,f,g,x3,x2,x1,x0);
	input x3,x2,x1,x0;
	output a,b,c,d,e,f,g;
	assign a=((~x3&~x2&~x1&x0)|(~x3&x2&~x1&~x0)|(x3&~x2&x1&x0)|(x3&x2&~x1&x0));
	assign b=((x2&x1&~x0)|(x3&x1&x0)|(x3&x2&~x0)|(~x3&x2&~x1&x0));
	assign c=((x3&x2&~x0)|(x3&x2&x1)|(~x3&~x2&x1&~x0));
	assign d=((x2&x1&x0)|(~x3&~x2&~x1&x0)|(~x3&x2&~x1&~x0)|(x3&~x2&x1&~x0));
	assign e=((~x3&x0)|(~x2&~x1&x0)|(~x3&x2&~x1));
	assign f=((~x3&~x2&x0)|(~x3&~x2&x1)|(~x3&x1&x0)|(x3&x2&~x1&x0));
	assign g=((~x3&~x2&~x1)|(~x3&x2&x1&x0)|(x3&x2&~x1&~x0));
endmodule
==> metrics.yaml <==
final_layout:
  stdcell_area_um2: 561.8
  layout-drive-gt1-share_pct: 73.68
  clockBufferCount: 0
  ff_count: 0
  regArea_um2: 0
  final_cells: 103
  syn_to_final_growth_pct: 162.6
synthesis:
  synth.avg_cell_area_um2: 6.902
  ys_seq_share_pct: 0
  synth.area.top_cells: "a21oi_1 (12%), o2bb2ai_1 (8.2%), buf_4 (7.0%)"
  netlist_area_um2: 214.0
  ys_cells: 31
  ys_warn_count: 0
  syn-instance-count: 31
  synth_top_area_share_pct: 11.70
  yosysTopAreaCell: "a21oi_1"
  yosysChipArea_um2: 214.0
  synth_cell_type_count: 21
route:
  wl_per_cell_um: 9.214
  drc: 0
  drtAntennaViolNets: 0
  num_vias: 327
  vias_per_cell: 3.175
  diodes: 0
  drt_iter0_drc: 6
  drt-pass1-iter-count: 4
  wirelength_um: 949
final_timing:
  setup_viol_count_final: 7
  setup-tns-final_ps: -838.8
  fin_crit_ps: 1173
  fin_crit_sh_pct: 117.3
  tightestPinTransition_ps: 207.6
  rsz0062_at_grt: "true"
  max_freq_ghz: 0.8528
  finalMaxSlewViolations: 0
  fin_ws_ps: -172.6
  relSlewSlack_pct: 86.15
  finalHoldViolCount: 0
min_path:
  min_path_type: "input port to output pin"
grt:
  grt_use_total_pct: 2.979
  antenna_found_initial: 0
  grt_max_degree: 8
  grt.overflow.total: 0
  first_global_vias: 333
  grt_pass1_wl_mm: 1.621
place:
  port_buffers: 11
  dp_hpwl_um: 602.8
  gp_routability_congestion: 0.6235
  placed_area_um2: 410.4
  dp.cells: 92
status:
  failed_checks: "setup timing"
  status: "finished, violations left"
power:
  ir_drop_uv: 70.45
  power_density_nw_per_um2: 388.1
  leakagePower_uw: 0.0002631
floorplanning:
  die_w_um: 80
  core_area_um2: 3416
  num_rows: 21
  fp_util_pct: 6.264
  pin_count: 11
  die_h_um: 80
  die_area_um2: 6400
critical_path:
  critical_path_class: "input port to output pin"
  arrival_ps: 970
  cp-start-kind: "input port"
  crit_fanout: 4
  crit_required_ps: 800
  end_kind: "output pin"
flow_run:
  timing.max_cap.violations: 0
  tool_warnings: 34
## cell type report
| class | count | area (µm²) |
|---|---|---|
| fill | 388 | 2854 |
| timing repair buffer | 30 | 255.2 |
| multi-input combinational | 27 | 249.0 |
| tap | 46 | 57.56 |
## final timing paths
kind                  startpoint  to  slack (ps)  cells past startpoint
worst min-delay path          x0   c         790                      4
worst max-delay path          x2   d        -170                      7
## synth_stat cells (2+ instances only)
| cell type | instances |
|---|---|
| a21oi_1 | 5 |
| buf_4 | 2 |
| nand2b_1 | 2 |
| nand3_1 | 2 |
| nor2_1 | 2 |
| nor2b_1 | 2 |
| o2bb2ai_1 | 2 |
## repair_timing
item	4_1_cts	5_1_grt
cloned	1	0
pin swaps	8	4
hold buffers	0	0
endpoints found under the setup margin	7	7
buffers inserted	12	0
resized	65	7
## stage by stage
| stage | util [%] | hold slack [ps] | worst slack, ps | power [µW] |
|---|---|---|---|---|
| floorplan | - | 538.5 | 76.98 | 71.12 |
| global placement | 12.01 | 1505 | -1001 | 162.8 |
| detailed placement | 12.01 | 1499 | -1015 | 163.6 |
| CTS | 15.75 | 836.1 | -204.5 | 208.5 |
| global route | 16.45 | 835.5 | -224.5 | 239.6 |
| finish | 16.45 | 793.4 | -172.6 | 218.0 |
## layer usage
layer  vias up  GRT usage [%]  share of wire (%)
li1        165              -                  -
met3         0         0.7955                8.6
met1       157          3.691                 39
met2         5          5.297                 52
met4         0              0                  0
met5         -              0                  0
## cell families (layout without fill, tap and decap cells)
family	after synthesis	after routing	share of synthesized area [%]
simple gates	13	13	40.93
compound gates	12	12	35.67
buf+inv	4	30	14.62
xor+xnor	1	1	4.094
mux	1	1	4.679
## worst max-delay path, cell delays in order
cell      delay (ps)
buf_6            100
buf_6            120
buf_6            120
nor2b_4          140
a211oi_2          80
a21oi_1          110
buf_2            120
## placed cells by master (no fill, tap or decap), drive strengths merged, types with 2 or more instances in the layout
cell type / instances
a21oi: 5
buf: 30
nand2b: 2
nand3: 2
nor2: 2
nor2b: 2
o21ai: 2
o2bb2ai: 2
## power breakdown
part | leakage, µW | internal [µW] | total, µW | switching (µW)
Combinational | 0.000263 | 132 | 218 | 86.5
Sequential | 0 | 0 | 0 | 0
Clock | 0 | 0 | 0 | 0
Total | 0.000263 | 132 | 218 | 86.5
Power figures rest on the tool's default switching activity, not on a simulated workload.
