`/design/flow/design.v`:
```
module ALU (DataIn, R0In, OP, DataOut, counter, K);
	input [4:0]DataIn, R0In;
	input[2:0]OP;
	input[1:0]K;
	input [1:0]counter;
	output [4:0]DataOut;
	reg [4:0]DataOut;
	always@(DataIn, R0In, OP, counter, K)
		begin
			case(OP)
			3'b000:
				begin
					case(counter)
						2'b00:DataOut = 0;
						2'b01:DataOut = 1;
						2'b10:DataOut = 2;
						2'b11:DataOut = 3;
					endcase
				end
			3'b001:DataOut = K;
			3'b010:DataOut = DataIn;
			3'b011:DataOut = R0In;
			3'b100:DataOut = R0In + DataIn;
			3'b101:DataOut = R0In - DataIn;
			3'b110:DataOut = R0In * DataIn;
			3'b111:DataOut = 2^^DataIn;
			endcase
		end
endmodule
```
`/design/flow/run.sh`:
```
#!/bin/bash
# OpenROAD 26Q1-2900-gdf79404cd8, Yosys 0.63+post, stock flow scripts
make -C /OpenROAD-flow-scripts/flow DESIGN_CONFIG=/design/flow/config.mk WORK_HOME=/design/flow/orfs finish
```
`/design/flow/config.mk`:
```
export PLATFORM = sky130hd
export DESIGN_NAME = ALU
export DESIGN_NICKNAME = ALU
export VERILOG_FILES = /design/flow/design.v
export SDC_FILE = /design/flow/constraint.sdc
export NUM_CORES = 4
export LEC_CHECK = 1
export CORE_AREA = 10 10 74 74
export DIE_AREA = 0 0 84 84
```
`/design/flow/constraint.sdc`:
```
current_design ALU

set clk_period 3.9
set clk_io_pct 0.2

create_clock -name clk0 -period $clk_period

set non_clock_inputs [all_inputs -no_clocks]
set_input_delay [expr $clk_period * $clk_io_pct] -clock clk0 $non_clock_inputs
set_output_delay [expr $clk_period * $clk_io_pct] -clock clk0 [all_outputs]
```
==> results_slide.txt <==
Run Summary

Timing
  • Setup violations, final: 1
  • Min setup slack post-route: -0.109 ns
  • Fin. Hold Viols: 0
  • Count of pins over their slew limit: 0
  • Normalized max-slew margin: 73.5%
  • Actual transition at the worst max-transition pin: 0.394 ns
  • Min cycle time layout: 4.01 ns
  • Final-layout setup total negative slack: -0.109 ns
  • Final worst-path cycle share: 103%
  • Highest clock rate: 249 MHz
  • Unrepaired setup endpoints after global routing: true

GRT
  • Maximum number of pins on one net before global-route repair: 14
  • Vias in the first global route: 921
  • First-pass GRT wire length: 4.24 mm
  • Total global routing overflow: 0
  • Met1 capacity usage during global routing: 9.44%
  • Met3 track utilization from global routing: 1.67%
  • Number of antenna violations at the first check in global routing: 0
  • Most heavily used metal layer in global routing: met2
  • Gr usage total: 6.99%
  • Grt met2 use: 11.1%

Layout
  • Count of clock buffers in the final design: 0
  • Post-route standard cell area excluding fillers: 0.00147 sq mm
  • Flop area: 0 sq um
  • Area growth syn-to-layout: 87.7%
  • Sequential cell count: 0
  • Final non-filler cell total: 207
  • Post-Route Utilization: 37.1%
  • Fraction of layout cells with a size suffix above 1: 46.5%

Synthesis
  • Cell type with the largest total area after synthesis: sky130_fd_sc_hd__ha_1
  • Total cell area reported by yosys after synthesis: 785 sq um
  • Share of Yosys cell area claimed by the top area cell type: 20.7%
  • Instance tally after logic synthesis: 103
  • Proportion of synthesized chip area in sequential cells: 0%
  • Leading post-synthesis cells by cell area: sky130_fd_sc_hd__ha_1 (21%), sky130_fd_sc_hd__xnor2_1 (12%), sky130_fd_sc_hd__fa_1 (7.7%)
  • Synthesized area per cell: 7.62 sq um
  • Cell Type Count: 29
  • Count of warnings emitted by yosys: 1
  • Post-synthesis cell area: 785 sq um
  • Cell count listed in synth_stat.txt: 103
  • Most frequent cells after synthesis: sky130_fd_sc_hd__ha_1 (13), sky130_fd_sc_hd__inv_1 (13), sky130_fd_sc_hd__nand2_1 (13)

Setup path
  • Kind of cell adding the most delay to the critical path: adder cells
  • CP endpoint kind: output pin
  • Cell-by-cell trace of the critical path: buf_6 > inv_4 > nor2_2 > ha_1 > ha_4 > fa_1 > inv_1 > fa_2 > xnor2_2 > xnor2_1 > xnor3_1 > nor2_1 > a211o_1 > buf_2
  • CP Class: in -> out
  • CP Max Fanout: 2
  • Required time at the worst-slack endpoint: 3.12 ns
  • Slowest-stage cell, CP: sky130_fd_sc_hd__fa_1
  • Buf/Inv on CP: 4
  • Kind of launch point of the worst setup path: primary input
  • Max stage delay on crit path: 0.47 ns
  • Cell count along the critical path: 14
  • Arr. time, crit path: 3.23 ns
  • Worst setup path startpoint: DataIn[3]

Floorplan
  • Initial standard-cell utilization of the core: 19.8%
  • Count of boundary I/O pins: 22
  • Core area: 0.00397 sq mm
  • Height of the die: 84 um
  • Overall die width: 84 um
  • Die Size: 0.00706 sq mm
  • Floorplan row count: 23

Detailed routing
  • Via count: 885
  • Starting DRC count in detailed routing: 23
  • ANT nets after route: 0
  • Wirelength per Cell: 12.9 um
  • First-pass iteration count of the detailed router: 4
  • Post-detailed-routing wire length: 2.66 mm
  • Number of DRC violations after detailed routing: 0
  • Number of antenna repair diodes: 0
  • DR vias/cell: 4.28

Placement
  • GPL Wtd Cong: 0.918
  • Total placed cells including tap cells: 197
  • Post-Place Cell Area: 0.00125 sq mm
  • Port Buffer Count: 22
  • Post-Place Setup Slack: -0.999 ns
  • Half-perimeter wire length after detailed placement: 1.97 mm

Job
  • Tool warnings: 35
  • Max capacitance violation total: 0

Hold path
  • Worst hold path type: in -> out
  • Hold wc startpoint: OP[1]
  • Number of cells on the worst hold path: 5

Power
  • Cell leakage power: 0.721 nW
  • Worst IR drop on VDD: 0.0780 mV
  • P per Cell Area: 147 mW/mm^2

Outcome
  • Result of the run: complete, but fails checks
  • Violations in the final reports: negative setup slack
cells in the final DEF (no fill, tap or decap), drive strengths merged:
cell            n
a211o           1
a21o            2
a21oi           4
a221o           1
a22o            1
a22oi           2
and2            3
and2b           1
buf            41
clkdlybuf4s15   3
clkdlybuf4s50  10
dlygate4sd2     3
dlymetal6s2s    1
fa              3
ha             13
inv            13
mux2            1
mux2i           4
mux4            1
nand2          13
nand2b          1
nor2           11
nor2b           1
nor3b           1
o21ai           4
o22ai           2
o31ai           1
xnor2          11
xnor3           2
xor2            2
report_power, final:
part	switching (mW)	internal [mW]
clock	0	0
sequential	0	0
combinational	0.0855	0.132
total	0.0855	0.132
metal layers:
layer  vias up  wire (um)
li1        453          -
met1       404       1340
met2        26       1190
met3         2        112
met4         0         14
met5         -          0
logic make-up after synthesis:
logic type               Yosys count  synth area share (%)
AND/OR/NAND/NOR                   31                  17.7
AND-OR/OR-AND                     18                  15.0
buffers and inverters             17                  9.25
adder cells (fa/ha/maj)           16                  28.4
XOR/XNOR                          15                  20.3
multiplexers                       6                  9.41
tightest hold or removal path: stages:
cell,delay (ns)
sky130_fd_sc_hd__dlymetal6s2s_1,0.16
sky130_fd_sc_hd__nor2b_4,0.13
sky130_fd_sc_hd__buf_4,0.16
sky130_fd_sc_hd__a211o_1,0.12
sky130_fd_sc_hd__buf_2,0.08
path summary, 6_finish.rpt:
kind,to
worst max-delay path,DataOut[4]
worst min-delay path,DataOut[4]
timing repair:
item | in CTS | in global routing
pin swaps | 16 | 6
gates resized | 49 | 20
setup endpoints to repair | 5 | 5
setup buffers | 12 | 0
hold buffers | 0 | 0
area by class of cell:
class | instances | area (sq um)
inverter | 13 | 58.8
timing repair buffer | 58 | 502
multi-input combinational | 86 | 850
fill | 392 | 2500
tap | 50 | 62.6
through the flow:
| stage | hold slack [ns] | total power, mW |
|---|---|---|
| 4_1_cts | 2.29 | 0.200 |
| 3_5_place_dp | 2.65 | 0.181 |
| 2_1_floorplan | 1.74 | 0.100 |
| 3_3_place_gp | 2.66 | 0.182 |
| 6_report | 2.22 | 0.217 |
| 5_1_grt | 2.26 | 0.239 |
Power figures rest on the tool's default switching activity, not on a simulated workload.
